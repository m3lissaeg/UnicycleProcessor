## flow/constraint.sdc

```tcl
current_design mux

set clk_period 1.0
set clk_io_pct 0.2

create_clock -name clk0 -period $clk_period

set non_clock_inputs [all_inputs -no_clocks]
set_input_delay [expr $clk_period * $clk_io_pct] -clock clk0 $non_clock_inputs
set_output_delay [expr $clk_period * $clk_io_pct] -clock clk0 [all_outputs]
```

## flow/run.sh

```bash
#!/bin/bash
# OpenROAD 26Q1-2900-gdf79404cd8, Yosys 0.63+post, stock flow scripts
make -C /OpenROAD-flow-scripts/flow DESIGN_CONFIG=/design/flow/config.mk WORK_HOME=/design/flow/orfs finish
```

## flow/config.mk

```make
export PLATFORM = sky130hd
export DESIGN_NAME = mux
export DESIGN_NICKNAME = mux
export VERILOG_FILES = /design/flow/design.v
export SDC_FILE = /design/flow/constraint.sdc
export NUM_CORES = 4
export LEC_CHECK = 1
export CORE_AREA = 10 10 83 83
export DIE_AREA = 0 0 93 93
```

## flow/design.v

```verilog
`timescale 1ns / 1ps
module mux(
    input [63:0] inputA,
    input [63:0] inputB,
    input controlSignal,
    output reg [63:0] outMux
    );
always @(inputA,inputB, controlSignal )
begin
		case(controlSignal)
		1'b0 : begin
				 outMux <= inputA;
				 end
		1'b1 : begin 
				 outMux <= inputB	;
				 end
		endcase
end
endmodule
```

==> flow_summary.yaml <==
# synthesis and place-and-route metrics
final_layout:
  fillCellCount: 434
  post_route_cell_area_um2: 3261
  fraction_of_final_layout_cells_sized_beyond_drive_strength_1_pct: 53.96
  ffs_latches: 0
  area_growth_synth_to_finish_pct: 202.7
  sequential_cell_area_um2: 0
  count_of_non_filler_cells_in_the_finished_layout: 348
  layout_clock_buffer_count: 0
placement:
  dp_hpwl_um: 6107
  dpl-instance-area_um2: 3023
  placedCellCount: 330
  gp_congestion: 0.7776
  place.port_buffers: 193
routing:
  route.met3.wl_um: 658
  diodes: 0
  postRouteAntennaNets: 0
  route.layer.met1.wl_um: 2397
  maxUsedRoutingLayer: "met3"
  drt-initial-drc-count: 16
  routed_wl_um: 7145
  route.detailed.wl_per_inst_um: 20.53
  vias_per_cell: 4.003
  detailroute.wirelength.met2_um: 4090
  routed-via-count: 1393
  post-route-drc-count: 0
  drt_pre_antenna_iters: 3
worst_setup_path:
  crit_path_max_fanout: 7
  worst_path_largest_cell_delay_ns: 0.29
  critical_path_start: "controlSignal"
  slowest_stage: "sky130_fd_sc_hd__mux2_4"
  required_ns: 0.80
  cp_cell_sequence: "buf_12 > buf_12 > buf_12 > buf_6 > mux2_4 > buf_6"
  endpoint_kind: "primary output"
  worstSetupStartpointType: "input pin"
  path_common_cell: "sky130_fd_sc_hd__buf_12"
  timing.critical_path.arrival_ns: 1.09
  endpoint: "outMux[48]"
  timing.setup.critical_path_class: "input pin to primary output"
synth:
  yosysTopAreaCellShare_pct: 83.62
  ys_seq_share_pct: 0
  syn-cell-area_um2: 1077
  yosysWarningCount: 1
  synth_cell_type_count: 4
  postSynthCellCount: 71
  cells_taking_the_most_area_after_synthesis: "sky130_fd_sc_hd__mux2_4, sky130_fd_sc_hd__buf_12, sky130_fd_sc_hd__mux2_2"
  syn-mean-instance-area_um2: 15.17
  yosys-stat-cells: 71
  yosys.stat.chipArea_um2: 1077
  synth_top_cell_by_area: "sky130_fd_sc_hd__mux2_4"
die:
  core_density_at_floorplan_pct: 20.96
  fp.dieArea_um2: 8649
  dieHeight_um: 93
  floorplan.die.width_um: 93
  std_cell_rows: 26
  io-pin-count: 193
  floorplan.core_area_um2: 5140
final_timing:
  worst_pin_slew_ns: 0.08910
  hold_ws_ns: 0.6940
  max-slew-margin-rel_pct: 94.05
  finalWorstSetupSlack_ns: -0.2889
  setup_viol_count_final: 64
  final.setup.tns_ns: -12.73
  maxSlewViolCount: 0
  crit_share_post_route_pct: 128.9
  post_route_minimum_period_ns: 1.289
  setup_repair_after_global_routing_missed_its_margin: "true"
  max_clock_freq_mhz: 775.8
  report.final.hold_viol_count: 0
power:
  vdd_ir_drop_max_uv: 235.6
  power.clock.fraction_pct: 0
  p_sw_uw: 302.6
  swShare_pct: 22.24
  p_leak_nw: 1.780
  comb_power_share_pct: 100.0
  cellInternalPower_mw: 1.058
  power.density_nw_per_um2: 417.2
  power.share.sequential_pct: 0
grt:
  via_count_of_the_first_global_routing_pass: 1592
  grt.overflow.total: 0
  wire_length_of_the_first_global_routing_pass_um: 10140
  grt_antenna_before_repair: 0
  all_layer_global_routing_usage_pct: 15.27
  grt_max_degree: 8
hold_path:
  worst_hold_path_type: "input pin to primary output"
  worst_hold_path.num_cells: 3
flow_run:
  openroad_warning_count: 35
  maxCapViolCount: 0
run_status:
  status: "finished with violations"
  failed_checks: "negative setup slack"
clocking:
  cts_hold_buf: 0
[power groups by stage]
stage                 logic, mW  registers [mW]  clock network [mW]
final                      1.36               0                   0
after global routing       1.45               0                   0
after CTS                  1.33               0                   0
[cell usage after synthesis]
cell type and instances:
sky130_fd_sc_hd__buf_12 6, sky130_fd_sc_hd__mux2_4 60, sky130_fd_sc_hd__mux2_2 4, sky130_fd_sc_hd__buf_6 1
[cell usage in the layout, fill, tap and decap left out]
cell type                         count
sky130_fd_sc_hd__clkdlybuf4s50_1     73
sky130_fd_sc_hd__mux2_4              63
sky130_fd_sc_hd__buf_6               40
sky130_fd_sc_hd__dlygate4sd2_1       33
sky130_fd_sc_hd__buf_2               29
sky130_fd_sc_hd__dlymetal6s2s_1      22
sky130_fd_sc_hd__buf_12               6
sky130_fd_sc_hd__buf_16               5
sky130_fd_sc_hd__buf_8                3
sky130_fd_sc_hd__buf_4                3
sky130_fd_sc_hd__mux2_2               1
[critical path: cells and delay by family]
family	cells	cell delay (ns)
mux	1	0.29
buf+inv	5	0.59
[layer usage]
layer  up-vias  global-route usage (%)
met3         0                   5.654
met4         0                       0
met2        73                   30.78
met5         -                       0
met1       630                   15.16
li1        690                       -
[metrics by stage]
step	total power [mW]	utilization (%)	worst slack (ns)
2_1_floorplan	0.4080	-	0.002550
3_5_place_dp	1.333	58.81	-0.5299
3_3_place_gp	1.333	58.81	-0.5324
6_report	1.360	63.44	-0.2889
4_1_cts	1.330	60.42	-0.2921
5_1_grt	1.450	63.44	-0.3130
[cell families (layout without fill, tap and decap cells)]
logic type,count (synthesis),count (layout),share of synthesized area (%)
mux,64,64,87.80
buf+inv,7,214,12.20
[how the worst min path moves through the flow]
stage | from | slack, ns | to
4_1_cts | inputA[53] | 0.80 | outMux[53]
5_1_grt | inputB[57] | 0.71 | outMux[57]
6_report | inputB[1] | 0.69 | outMux[1]
[final cells by class]
cell class / count / area (um2) / share of cell area (%)
Timing Repair Buffer: 214 / 2216 / 67.96
Multi-Input combinational cell: 64 / 957.2 / 29.36
Tap cell: 70 / 87.58 / 2.686
[timing repair]
action                     CTS  global route
setup endpoints to repair   64            64
gates resized              281            46
setup buffers               12             2
gates cloned                 6             0
Power figures rest on the tool's default switching activity, not on a simulated workload.
