`design.v`:
```
`timescale 1ns / 1ps
module SignExtensionUnit(
    input [25:0] instruction ,
    input [1:0] seuSignal,  
    output reg [63:0] seuOutput
);
always @(instruction,seuSignal) begin
case (seuSignal)
    2'b00: begin  
			  seuOutput = {52'b0 , instruction[21:10]}; 
			  end
	 2'b01: begin
			  seuOutput = {{36{instruction[25]}},instruction[25:0] , 2'b0};   
			  end
	 2'b10: begin
			  seuOutput = {{43{instruction[23]}} , instruction[23:5] , 2'b0};   
			  end
	 2'b11: begin 
			  seuOutput = {{55{instruction[25]}} , instruction[20:12]};   
			  end
    default  : seuOutput = 64'b0;
   endcase
end
endmodule
```
`run.sh`:
```
#!/bin/bash
# OpenROAD 26Q1-2900-gdf79404cd8, Yosys 0.63+post, stock flow scripts
make -C /OpenROAD-flow-scripts/flow DESIGN_CONFIG=/design/flow/config.mk WORK_HOME=/design/flow/orfs finish
```
`config.mk`:
```
export PLATFORM = sky130hd
export DESIGN_NAME = SignExtensionUnit
export DESIGN_NICKNAME = SignExtensionUnit
export VERILOG_FILES = /design/flow/design.v
export SDC_FILE = /design/flow/constraint.sdc
export NUM_CORES = 4
export LEC_CHECK = 1
export CORE_AREA = 10 10 70 70
export DIE_AREA = 0 0 80 80
```
`constraint.sdc`:
```
current_design SignExtensionUnit

set clk_period 2.6
set clk_io_pct 0.2

create_clock -name clk0 -period $clk_period

set non_clock_inputs [all_inputs -no_clocks]
set_input_delay [expr $clk_period * $clk_io_pct] -clock clk0 $non_clock_inputs
set_output_delay [expr $clk_period * $clk_io_pct] -clock clk0 [all_outputs]
```
==> results.toml <==
# physical design summary
[sta]
max_slew_margin_pct = 87.3
final_min_period_over_clock_period_pct = 96.2
final_period_minus_worst_setup_slack_ns = 2.50
worstMarginPinSlew_ns = 0.190
finalMaxSlewViolations = 0
maxClockFrequency_mhz = 400
finalHoldViolCount = 0
final-setup-viol-count = 0
rsz_0062_raised_after_global_routing = "false"
post-route-worst-setup-slack_ns = 0.0994
fin_worst_hold_slack_ns = 1.81

[grt]
grt_util_all_layers_pct = 10.1
grt_start_max_net_pins = 38
grt_pass1_vias = 1075
antenna_found_initial = 0
first_pass_grt_wire_length_um = 5380
grt_remaining_overflow = 0

[final_layout]
area.growth.synth_to_final_pct = 106
clkbuf_count = 0
flop_area_um2 = 0
most-common-layout-cells = "sky130_fd_sc_hd__clkdlybuf4s50_1 (87), sky130_fd_sc_hd__nand2b_1 (8), sky130_fd_sc_hd__a21oi_1 (8), sky130_fd_sc_hd__a31oi_1 (8), sky130_fd_sc_hd__buf_4 (8)"
layout_top_cell_excl_fill_tap = "sky130_fd_sc_hd__clkdlybuf4s50_1"
flops = 0
final_layout_size_suffix_gt1_share_pct = 16.3
fillerInstances = 321

[logic_synthesis]
synth_warnings = 1
synth_cell_type_count = 15
synth_seq_share_pct = 0
postSynthCellCount = 102
yosys_cells = 102
synthesis.area_per_instance_um2 = 8.50
yosysChipArea_um2 = 867
syn_area_um2 = 867

[detailed_routing]
number_of_antenna_cells_inserted = 0
avgViaCountPerCell = 4.83
drt_drc_violations_left = 0
dr.pass1.iters = 4
via_count = 1024
initialDrtViolationCount = 10
wirelength_um = 3730
drtAntennaViolNets = 0
final_routed_wire_length_divided_by_cell_count_um = 17.6

[die]
placementRows = 21
fp.dieW_um = 80
design.portCount = 92
height_of_the_chip_um = 80
floorplan.initialDensity_pct = 25.4
design.die.area_mm2 = 0.00640
coreArea_mm2 = 0.00342

[power]
vdd_ir_drop_max_mv = 0.0815
switching_power_mw = 0.0918
seq_power_share_pct = 0
internal-power_mw = 0.250
cellPowerDensity_mw_per_mm2 = 191
comb_pwr_share_pct = 100.0
total_power_mw = 0.342
clockPowerShare_pct = 0
leakagePower_nw = 0.713
power.share.switching_pct = 26.8

[place]
detailed_place_hpwl_um = 2880
finalWeightedCongestion = 0.847
dp_slack_ns = -0.130
port-buffer-count = 92

[flow_run]
maxCapViolCount = 0
stage_log_warnings = 32

[worst_setup_path]
cp_max_fo = 18
setup.worst_path.end_class = "output pin"
timing_worst_setup_path_type = "primary input to output pin"
cp.arrival_ns = 1.98
startpoint_type = "primary input"
worst-endpoint-required_ns = 2.08

[hold_path]
hp-class = "primary input to output pin"

[status]
outcome = "complete, no violations"

[cts]
cts_hold_buf = 0
==> final timing paths <==
| path | start | endpoint | slack, ns | depth (start not counted) |
|---|---|---|---|---|
| setup / recovery | instruction[23] | seuOutput[47] | 0.1 | 5 |
| hold / removal | instruction[25] | seuOutput[20] | 1.81 | 5 |
==> final cells by class <==
type / instances / area (µm²) / share of cell area [%]
inverter: 1 / 3.75 / 0.210
multi-input combinational: 56 / 531 / 29.7
tap: 46 / 57.6 / 3.22
timing repair buffer: 109 / 1190 / 66.9
==> stage by stage <==
stage	utilization (%)	setup TNS (ns)	cells	area (µm²)
global placement	47.5	-1.45	204	1620
floorplan	-	0	102	867
CTS	49.9	0	209	1710
global route	52.3	0	212	1790
detailed placement	47.5	-2.20	204	1620
finish	52.3	0	212	1790
==> cell families after synthesis <==
family | after synthesis | share of synthesized area (%)
AND/OR/NAND/NOR | 14 | 9.09
multiplexers | 17 | 35.8
AND-OR/OR-AND | 25 | 15.6
buffers and inverters | 46 | 39.5
==> layer usage <==
| layer | vias to the layer above | wire (µm) | track usage (%) |
|---|---|---|---|
| met2 | 84 | 1530 | 15.8 |
| met4 | 0 | 7 | 0.352 |
| met3 | 2 | 798 | 7.39 |
| met1 | 468 | 1400 | 11.6 |
| met5 | - | 0 | 0 |
| li1 | 470 | - | - |
==> synthesized netlist by cell type, types with 2 or more instances <==
cell type	number	area share (%)
sky130_fd_sc_hd__a21oi_1	8	4.6
sky130_fd_sc_hd__a31oi_1	8	5.8
sky130_fd_sc_hd__buf_2	4	2.3
sky130_fd_sc_hd__buf_4	39	34
sky130_fd_sc_hd__mux2i_1	7	8.1
sky130_fd_sc_hd__mux4_1	4	12
sky130_fd_sc_hd__mux4_2	6	16
sky130_fd_sc_hd__nand2_1	3	1.3
sky130_fd_sc_hd__nand2b_1	8	5.8
sky130_fd_sc_hd__nand3_1	2	1.2
sky130_fd_sc_hd__o21ai_0	9	5.2
==> worst max-delay path, stage by stage <==
cell,delay [ns]
sky130_fd_sc_hd__clkdlybuf4s50_1,0.48
sky130_fd_sc_hd__nand3b_1,0.15
sky130_fd_sc_hd__nand2_4,0.17
sky130_fd_sc_hd__clkbuf_16,0.18
sky130_fd_sc_hd__clkdlybuf4s50_1,0.47
==> power by group through the flow <==
stage     registers, mW  clock network [mW]  logic [mW]
6_report              0                   0       0.342
4_1_cts               0                   0       0.328
5_1_grt               0                   0       0.373
==> repair_timing <==
item,CTS,global route
gates resized,8,6
setup buffers,3,0
pin swaps,1,1
setup endpoints to repair,63,39
cloned,2,3
Power and IR drop assume default switching activity.
