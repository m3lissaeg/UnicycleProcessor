==> flow/design.v <==
`timescale 1ns / 1ps
module SumadorBranch(
    input [63:0] inputPC,
	 input [63:0] inputSEU,
    output [63:0] Nextinst
    );
assign Nextinst = inputPC + inputSEU;	 
endmodule
==> flow/run.sh <==
#!/bin/bash
# OpenROAD 26Q1-2900-gdf79404cd8, Yosys 0.63+post, stock flow scripts
make -C /OpenROAD-flow-scripts/flow DESIGN_CONFIG=/design/flow/config.mk WORK_HOME=/design/flow/orfs finish
==> flow/config.mk <==
export PLATFORM = sky130hd
export DESIGN_NAME = SumadorBranch
export DESIGN_NICKNAME = SumadorBranch
export VERILOG_FILES = /design/flow/design.v
export SDC_FILE = /design/flow/constraint.sdc
export NUM_CORES = 4
export LEC_CHECK = 1
export CORE_AREA = 10 10 120 120
export DIE_AREA = 0 0 130 130
==> flow/constraint.sdc <==
current_design SumadorBranch

set clk_period 22.1
set clk_io_pct 0.2

create_clock -name clk0 -period $clk_period

set non_clock_inputs [all_inputs -no_clocks]
set_input_delay [expr $clk_period * $clk_io_pct] -clock clk0 $non_clock_inputs
set_output_delay [expr $clk_period * $clk_io_pct] -clock clk0 [all_outputs]
==> qor.txt <==
Status -> complete, no violations
IO buf count -> 192
DRT Pass-1 Iters -> 4
Remaining Overflow, GRT -> 0
F_max -> 0.0812 GHz
Worst stage delay on the critical path -> 0.49 ns
Final WL -> 15.0 mm
WS Path Type -> input port to output pin
# hold bufs at CTS -> 0
Synthesis-to-layout area growth -> 52.4%
Post-CTS Resized -> 0
Req. time, crit path -> 17.68 ns
Slew Viols, Final -> 0
IO Pins -> 192
# fillers -> 1202
FF+latch count -> 0
Avg WL per Cell -> 17.2 microns
Initial DRC count -> 264
Clock buffer count -> 0
Initial antenna violation count -> 0
Slowest-stage cell, CP -> o32ai_1
Avg Cell Area, Syn -> 6.88 sq um
Final setup violation count -> 0
Post-layout power -> 0.193 mW
Slew headroom -> 60.9%
Crit path arrival time -> 7.89 ns
Via count -> 4708
Residual DRC count -> 0
Tmin final -> 12.31 ns
Chip area -> 0.0169 sq mm
Number of cell rows -> 40
Final ANT Viol Nets -> 0
Seq/Total Area, Yosys -> 0%
GPL Wtd Cong -> 0.964
Fraction of layout cells with a size suffix above 1 -> 3.31%
Critical path capture point -> Nextinst[44]
Vias in the first global route -> 4690
Final Hold Violation Tally -> 0
Max-cap violations -> 0
Post-DP HPWL -> 13.4 mm
Yosys chip area -> 0.00382 sq mm
Total tool warning count -> 32
ANT cells -> 0
Die Y-Extent -> 130 microns
Worst vdd ir -> 14.2 uV
CP endpoint kind -> output pin
FP Util -> 32.0%
Yosys warning tally -> 0
P_leak -> 2.42 nW
Critical Path Source -> inputPC[0]
Post-DR vias/cell -> 5.39
Post-CTS Repair Setup Buffers -> 0
Pwr dens -> 33.2 mW/mm^2
Yosys Instances -> 555
Post-synth cell types -> 65
Seq. cell area -> 0 sq um
CP Launch Type -> input port
Mapped cell area -> 0.00382 sq mm
Gr usage total -> 17.0%
Largest net degree at the start of global routing -> 12
HP Class -> input port to output pin
First-pass GRT wire length -> 23.8 mm
CP Cell Sequence -> clkdlybuf4s50_1, ha_1, fa_1, a21oi_2, nor2_1, nor4_4, nor2_1, a21oi_4, a21oi_1, o32ai_1, o21ai_1, xor2_1, clkdlybuf4s50_1
Core area -> 0.0119 sq mm
TNS Setup -> 0 ns
Worst Path Max Fanout -> 5
RSZ-0062 raised after global routing -> false
Synth Instances -> 555
Die X -> 130 microns
Period utilization -> 55.7%
Worst-Margin Slew -> 0.580 ns
cell type report:
type | instances | area, sq um | share of cell area (%)
multi-input cells | 520 | 3660 | 62.9
well taps | 147 | 184 | 3.16
repair buffers | 192 | 1920 | 33.1
inverters | 14 | 52.6 | 0.904
worst min path at each step:
| stage | startpoint | endpoint | slack [ns] | cells after the start |
|---|---|---|---|---|
| 5_1_grt | inputSEU[0] | Nextinst[0] | 9.90 | 3 |
| 6_report | inputSEU[0] | Nextinst[0] | 9.87 | 3 |
| 4_1_cts | inputSEU[0] | Nextinst[0] | 9.88 | 3 |
Yosys cell counts (all sizes together), types with 6 or more instances:
| library cell | n | area share (%) |
|---|---|---|
| nor3 | 9 | 1.2 |
| o21bai | 13 | 2.6 |
| nand2 | 54 | 5.4 |
| buf | 16 | 2.3 |
| xor2 | 23 | 5.3 |
| o21ai | 42 | 5.9 |
| nand4 | 17 | 2.8 |
| ha | 63 | 21 |
| nor2b | 6 | 0.98 |
| inv | 14 | 1.4 |
| nor2 | 41 | 4.2 |
| a21oi | 80 | 11 |
| and3 | 7 | 1.2 |
| a31oi | 6 | 0.98 |
| xnor2 | 37 | 8.5 |
| o21a | 7 | 1.4 |
| a21o | 35 | 6.9 |
| nand3 | 19 | 2.6 |
layout by cell type, fill, tap and decap left out, drive strengths merged, types with 3 or more instances in the layout:
| master | n |
|---|---|
| o211ai | 4 |
| o311ai | 3 |
| inv | 14 |
| nand4 | 17 |
| nand3 | 19 |
| a21oi | 80 |
| nor2b | 6 |
| a41oi | 3 |
| xor2 | 23 |
| a31oi | 6 |
| nand2b | 5 |
| or3 | 3 |
| o21bai | 13 |
| nor3 | 9 |
| o21ai | 42 |
| a21boi | 5 |
| nand2 | 54 |
| and2 | 3 |
| ha | 63 |
| and3 | 7 |
| xnor2 | 37 |
| nor2 | 41 |
| nor4 | 4 |
| nand3b | 4 |
| o21a | 7 |
| a21o | 35 |
| a211oi | 3 |
| clkdlybuf4s50 | 192 |
where the power goes:
part           internal, mW  total (mW)  switching, mW
sequential                0           0              0
clock                     0           0              0
combinational         0.110       0.193         0.0828
cells by family after synthesis:
logic type	synth area share, %
compound gates	37.2
simple gates	23.6
fa+ha+maj	21.2
xor+xnor	13.8
buf+inv	4.20
worst max-delay path: cells and delay by family:
family,cells,cell delay [ns]
fa+ha+maj,2,0.66
compound gates,5,1.18
buf+inv,2,0.89
xor+xnor,1,0.16
simple gates,3,0.57
per-layer routing:
metal	up-vias	GRT usage [%]	part of all wire (%)
met1	2159	23.2	45
met5	-	0	0
li1	2416	-	-
met3	3	2.72	6.4
met2	130	29.3	48
met4	0	0.331	0.23
per-stage QoR:
step / hold slack, ns / util (%) / worst slack, ns / instance area (sq um) / instances
floorplan: 8.91 / - / 11.10 / 3820 / 555
global placement: 9.88 / 48.8 / 9.83 / 5810 / 873
detailed placement: 9.88 / 48.8 / 9.79 / 5810 / 873
CTS: 9.88 / 48.8 / 9.76 / 5810 / 873
global route: 9.90 / 48.8 / 9.52 / 5810 / 873
finish: 9.87 / 48.8 / 9.79 / 5810 / 873
No activity file was given, so power comes from the tool's default toggle rates.
